<file path="design.v">
module Branch_calc (
	input [31:0] PC, Reg0Out, Reg1Out, imm,
	input B, BEQ, JMP, RET,
	output [31:0] BrPC,
	output logic Branch
);
assign BrPC = RET ? (Reg0Out) : (PC + imm);
always_comb begin
	if(B) begin
		Branch = Reg0Out != Reg1Out;
	end else if(BEQ) begin
		Branch = Reg0Out == Reg1Out;
	end else if(JMP | RET) begin
		Branch = 1'b1;
	end else begin
		Branch = 1'b0;
	end
end
endmodule
module Control(
  input[4:0] opcode,
  output Reg1Sel, wEn, B, BEQ, JMP, RET, MemInSel, memwr, WbRegSel, SPwe, memrd,
  output[1:0] Reg0Sel, imm_sel, WbDataSel, ALU_A_SEL, ALU_B_SEL
);
assign Reg1Sel = memrd | memwr;  
assign wEn = (opcode[4:3] == 2'b00) | (opcode[3:1] == 3'b100) | 
			(opcode == 5'b01100) | (opcode == 5'b01101) | (opcode == 5'b10000) | (opcode == 5'b10100);  
logic[1:0] A_SEL_TEMP;
always_comb begin
	if((opcode == 5'b01111) | (opcode == 5'b10000)) begin  
		A_SEL_TEMP = 2'b01;
	end else if (opcode == 5'b10100) begin  
		A_SEL_TEMP = 2'b10;
	end else begin
		A_SEL_TEMP = 2'b00;
	end
end
assign ALU_A_SEL = A_SEL_TEMP;
logic [1:0] B_SEL_TEMP;
always_comb begin
	if( (opcode == 5'b00001) | (opcode == 5'b00011) |
			(opcode[4:1] == 4'b0010) | (opcode == 5'b00110) |
			(opcode[4:1] == 4'b0110) | (opcode == 5'b01110)) begin  
		B_SEL_TEMP = 2'b01;
	end else if ((opcode == 5'b10000) | (opcode == 5'b01111) | (opcode == 5'b10100)) begin  
		B_SEL_TEMP = 2'b10;
	end else begin  
		B_SEL_TEMP = 2'b00;
	end
end
assign ALU_B_SEL = B_SEL_TEMP;
assign B = opcode == 5'b10001;
assign BEQ = opcode == 5'b10010;
assign JMP = (opcode == 5'b10011) | (opcode == 5'b10100);  
assign RET = (opcode == 5'b10100) | (opcode == 5'b10100);  
assign MemInSel = (opcode == 5'b01111);  
assign memrd = (opcode == 5'b10000) | (opcode == 5'b01101);  
assign memwr = (opcode == 5'b01111) | (opcode == 5'b01110);  
assign WbDataSel = (opcode[4:3] == 2'b00) | (opcode[4:1] == 4'b0100) | 
					(opcode == 5'b01100) ? (2'b11) :  
					(opcode == 5'b01101) | (opcode == 5'b10000) ? (2'b10) :
					(2'b00);  
assign WbRegSel = (opcode == 5'b10100);  
assign SPwe = (opcode == 5'b01111) | (opcode == 5'b10000);  
assign Reg0Sel = (opcode == 5'b10101) ? (2'b10) :  
				(opcode == 5'b10110) ? (2'b11) :  
				(2'b01);  
assign imm_sel = (opcode == 5'b10011) | (opcode == 5'b10100) ? (2'b10) :
					(opcode == 5'b01100) ? (2'b01) : (2'b00);
endmodule
module Register_File(
  input[4:0] Reg0, Reg1, wReg,
  input clk, rst_n, wEn,
  input[31:0] wData,
  output[31:0] Reg0Out, Reg1Out
);
reg [31:0] registers [31:0];
assign Reg0Out = registers[Reg0];
assign Reg1Out = registers[Reg1];
always_ff@(posedge clk or negedge rst_n) begin
	if(!rst_n) begin
		for(int i = 0; i < 32; i=i+1) begin
			registers[i] <= 32'h00000000;
		end
	end else if (wEn) begin
		registers[wReg] <= wData;
	end else begin
		for(int i = 0; i < 32; i=i+1) begin
			registers[i] <= registers[i];
		end
	end
end
endmodule
module decode(
  input clk, rst_n, wEn, SPwe_in, 
  input [31:0] inst, wData, SPin, PC, 
  input [4:0] wReg,
  output [31:0] Reg0Out, Reg1Out, imm, BrPC, PC_o,
  output reg [31:0] SPout,
  output Branch, MemInSel, memwr, memrd, WbRegSel, SPwe_o, wEn_o,
  output [1:0] WbDataSel, ALU_A_SEL, ALU_B_SEL
);
logic[4:0] Reg0In, Reg1In;
logic[1:0] Reg0Sel;
logic Reg1Sel;
always_comb begin
	case(Reg0Sel) 
		(2'b00): begin  
			Reg0In = inst[26:22];
		end
		(2'b01): begin  
			Reg0In = inst[21:17];
		end
		(2'b10): begin  
			Reg0In = 5'b11110;
		end
		(2'b11): begin  
			Reg0In = 5'b11111;
		end
		default: begin  
			Reg0In = inst[21:17];
		end
	endcase
end
assign Reg1In = Reg1Sel ? (inst[26:22]) : (inst[16:12]);  
Register_File regFile(.clk(clk), .rst_n(rst_n), .wEn(wEn), .Reg0(Reg0In),
			.Reg1(Reg1In), .Reg0Out(Reg0Out), .Reg1Out(Reg1Out), .wReg(wReg), .wData(wData));
logic [31:0] imm_out;
logic [1:0] imm_sel;
imm_extender immExt(.imm_sel(imm_sel), .inst(inst[26:0]), .imm_out(imm_out));
assign imm = imm_out;
logic B, BEQ, JMP, RET;
Branch_calc br_mod(.Reg0Out(Reg0Out), .Reg1Out(Reg1Out), .PC(PC), .imm(imm_out), 
		.B(B), .BEQ(BEQ), .JMP(JMP), .RET(RET), .BrPC(BrPC), .Branch(Branch));
Control con_sig(.opcode(inst[31:27]), .Reg1Sel(Reg1Sel), .wEn(wEn_o), 
	.ALU_A_SEL(ALU_A_SEL), .ALU_B_SEL(ALU_B_SEL), .B(B), .BEQ(BEQ), 
	.JMP(JMP), .RET(RET), .MemInSel(MemInSel), .memwr(memwr), .memrd(memrd), .WbDataSel(WbDataSel), 
	.WbRegSel(WbRegSel), .SPwe(SPwe_o), .Reg0Sel(Reg0Sel), .imm_sel(imm_sel));
always_ff@(posedge clk, negedge rst_n) begin
	if(!rst_n) begin
		SPout <= 32'h00003000;  
	end else if (SPwe_in) begin
		SPout <= SPin;
	end
end
endmodule
module imm_extender (
	input [1:0] imm_sel,
	input [26:0] inst,
	output [31:0] imm_out
);
assign imm_out = imm_sel == 2'b00 ? ({{15{inst[16]}}, inst[16:0]}) :
				imm_sel == 2'b01 ? ({{10{inst[21]}}, inst[21:0]}) :
				({{5{inst[26]}}, inst[26:0]});
endmodule
</file>
<file path="run.sh">
#!/bin/bash
# OpenROAD 26Q1-2900-gdf79404cd8, Yosys 0.63+post, stock flow scripts
make -C /OpenROAD-flow-scripts/flow DESIGN_CONFIG=/design/flow/config.mk WORK_HOME=/design/flow/orfs finish
</file>
<file path="config.mk">
export PLATFORM = sky130hd
export DESIGN_NAME = decode
export DESIGN_NICKNAME = decode
export VERILOG_FILES = /design/flow/design.v
export SDC_FILE = /design/flow/constraint.sdc
export NUM_CORES = 4
export LEC_CHECK = 1
export CORE_UTILIZATION = 40
</file>
<file path="constraint.sdc">
current_design decode

set clk_period 21.4
set clk_io_pct 0.2

create_clock -name clk0 -period $clk_period [get_ports {clk}]

set non_clock_inputs [all_inputs -no_clocks]
set_input_delay [expr $clk_period * $clk_io_pct] -clock clk0 $non_clock_inputs
set_output_delay [expr $clk_period * $clk_io_pct] -clock clk0 [all_outputs]
</file>
==> out/metrics.cfg <==
[setup_path]
worst_ep_required_time_ps = 17120
cp_max_fo = 40
critPathArrivalTime_ps = 12900
endpoint_kind = primary output
path_class = in -> out
crit_start = inst[27]
r2r_slack_ps = 20410
rr_worst_depth = 1
r2r_start = regFile.registers[22][22]
worst_r2r_endpoint = regFile.registers[22][22]
startpoint_type = input pin

[detailed_routing]
firstDrtPassIters = 13
wl_um = 320000
postRouteAntennaNets = 0
dr_total_vias = 52990
vias_per_cell = 7.36
drt_iter0_drc = 7623
drc_errors = 0
wl_per_cell_um = 44.4

[final_timing]
finalSetupViolCount = 0
slew-limit-headroom = 0.186
hold_violations = 0
finalCritPeriodShare = 0.803
max_freq_mhz = 58.2
setup_tns_ps = 0
min_period_ps = 17180
finClkSkew_ps = 0
slew_viol_final = 0
rsz0062_at_grt = false
tightest_slew_ps = 1220

[pwr]
combinationalPowerShare = 0.212
peakVddDrop_v = 0.0000789
p_per_area_nw_per_um2 = 93.0
internal_power_mw = 4.18
seqPwrFrac = 0.449
p_clk_frac = 0.339
leakagePower_nw = 28.1
p_sw_frac = 0.329
power.switching_mw = 2.05
finalPower_mw = 6.24

[yosys]
synth_area_um2 = 56900
yosysCellCount = 4985
seq_area_frac_synth = 0.464
top_area_cell = dfrtp_1
async_flop_share = 1.00
synth-main-ff-cell = dfrtp_1
avgSynthCellArea_um2 = 11.4
netlist_instances = 4985
yosysUniqueCellTypes = 98
ys_warn_count = 37
top_cells_by_area = dfrtp_1, mux2_2, a22oi_1
edf_count = 0
yosysTopAreaCellShare = 0.464
synth-seq-cells = 1056
yosys_area_um2 = 56900

[global_route]
grt_util_all_layers = 0.460
grt_antenna_before_repair = 31
first_global_vias = 51484
grt_pass1_wl_um = 432000
grt_overflow = 0
grt_max_degree = 89

[placement]
dp_cells = 6956
hpwlAfterDp_um = 201000
numPortBuffers = 309
gp_congestion = 1.12

[clocking]
hold_buffers = 0
cts_buffers = 116
clockBufferDepth = 3
clk_latency_ps = 780
cts-root-buf = clkbuf_16
clkTransAtPathRegs_ps = 60
cts-resized-gates = 0
htree_levels = 3
cts.repair_timing.setup_buffer_count = 0
clock_sinks = 1056
cts_tree = done

[finish]
n_fill_cell = 12740
layout-drive-gt1-share = 0.318
final_common_cell = mux2_2
synthToLayoutAreaGrowth_pct = 17.9
final_cells = 7198
lay_top_cells = mux2_2, dfrtp_1, a22oi_1

[die]
die_area_um2 = 144000
core-area_um2 = 141000
die_w_um = 379
pin_count = 342
die_h_um = 379
fp_util = 0.402
num_rows = 138

[worst_hold_path]
worst_hold_startpoint = SPout[0]
hold-path-endpoint = SPout[0]
hold_path_depth = 1
hold_class = reg -> reg

[flow_run]
cap_violations = 0
openroad.warnings = 26

[outcome]
status = finished clean

==> synthesized netlist by cell type (77+ instances only) <==
library cell  number
a21oi_1          113
a22o_1            84
buf_2             77
a221oi_1          82
nand3_1          131
clkbuf_1         330
o21ai_0           85
nor2_1           124
a22oi_1          434
a222oi_1         149
buf_1             91
mux2_2          1059
nand2_1          180
dfrtp_1         1054
==> routing by layer <==
| layer | GRT usage | share of wire |
|---|---|---|
| met3 | 0.304 | 0.18 |
| met2 | 0.593 | 0.39 |
| met5 | 0.0453 | 0.0032 |
| met4 | 0.308 | 0.089 |
| met1 | 0.552 | 0.34 |
==> stage by stage <==
| stage | instance area (µm²) | hold WS, ps | utilization | setup WS (ps) |
|---|---|---|---|---|
| after floorplan | 57000 | 456 | - | 8840 |
| after global placement | 63000 | 489 | 0.446 | 4770 |
| after detailed placement | 63000 | 494 | 0.446 | 4730 |
| after CTS | 67000 | 509 | 0.474 | 4690 |
| after global routing | 67000 | 523 | 0.474 | 4340 |
| final | 67100 | 505 | 0.474 | 4220 |
==> worst max-delay path by stage <==
stage | slack [ps] | depth (start not counted) | endpoint
6_report | 4220 | 18 | Branch
5_1_grt | 4340 | 18 | Branch
4_1_cts | 4690 | 18 | Branch
==> cell families (layout without fill, tap and decap cells) <==
logic type / count (synthesis) / in the layout / synth area share
XOR/XNOR: 44 / 44 / 0.00677
AND-OR/OR-AND: 1354 / 1354 / 0.185
flip-flops: 1056 / 1056 / 0.464
multiplexers: 1098 / 1098 / 0.217
adder cells (fa/ha/maj): 32 / 32 / 0.00717
buffers and inverters: 619 / 882 / 0.0467
AND/OR/NAND/NOR: 781 / 781 / 0.0729
other: 1 / 61 / 0.0000659
==> power groups by stage <==
stage	combinational [mW]	sequential, mW	clock, mW
4_1_cts	1.27	2.78	2.12
5_1_grt	1.37	2.83	2.20
6_report	1.32	2.80	2.11
==> registers in the layout (all words and copies together) (netlist names) <==
signal             flops
regFile.registers   1024
SPout                 32
==> critical path: stages <==
cell	delay, ps
clkdlybuf4s50_1	820
or4b_4	840
o221ai_1	410
nand3_4	520
buf_4	530
nand2_1	140
buf_4	570
o22ai_1	250
nand3_2	120
buf_4	660
nor2_1	70
a31oi_1	780
o211ai_1	160
or4_1	710
nor4b_2	820
mux2_1	400
a21o_1	240
clkdlybuf4s50_1	440
==> layout make-up <==
cell class                      instances  area, µm²  share of cell area
Inverter                               62        233             0.00347
Clock inverter                         55        673              0.0100
Antenna cell                           29       72.6             0.00108
Tap cell                             1890       2360              0.0353
Multi-Input combinational cell       3341      28600               0.427
Sequential cell                      1056      26400               0.394
Clock buffer                          158       3290              0.0491
Timing Repair Buffer                  607       5370              0.0800
No activity file was given, so power comes from the tool's default toggle rates.
